**design.v**
```verilog
`timescale 1ns / 1ps
module vga_sync(
    input CLK,
    output HS,
    output VS,
    output [9:0] x,
    output [9:0] y,
    output blank
    );
reg [9:0] xc;
reg [9:0] yc;
assign blank = ((xc < 192) | (xc > 832) | (yc > 479));
assign HS = ~ ((xc > 23) & (xc < 65));
assign VS = ~ ((yc > 489) & (yc < 493));
assign x = ((xc < 192)?10'b1111111111:(xc - 192));
assign y = yc;
always @(posedge CLK)
begin
	begin
	  if (xc == 832)
	  begin
		 xc <= 0;
		 yc <= yc + 1;
	  end
	  else
	  begin
		 xc <= xc + 1;
	  end
	  if (yc == 520)
	  begin
		 yc <= 0;
	  end
	end
end
endmodule
```
**run.sh**
```bash
#!/bin/bash
# OpenROAD 26Q1-2900-gdf79404cd8, Yosys 0.63+post, stock flow scripts
make -C /OpenROAD-flow-scripts/flow DESIGN_CONFIG=/design/flow/config.mk WORK_HOME=/design/flow/orfs finish
```
**config.mk**
```make
export PLATFORM = sky130hd
export DESIGN_NAME = vga_sync
export DESIGN_NICKNAME = vga_sync
export VERILOG_FILES = /design/flow/design.v
export SDC_FILE = /design/flow/constraint.sdc
export NUM_CORES = 4
export LEC_CHECK = 1
export CORE_AREA = 10 10 105 105
export DIE_AREA = 0 0 115 115
```
**constraint.sdc**
```tcl
current_design vga_sync

set clk_period 2.5
set clk_io_pct 0.2

create_clock -name clk0 -period $clk_period [get_ports {CLK}]

set non_clock_inputs [all_inputs -no_clocks]
set_input_delay [expr $clk_period * $clk_io_pct] -clock clk0 $non_clock_inputs
set_output_delay [expr $clk_period * $clk_io_pct] -clock clk0 [all_outputs]
```
==> impl_metrics.env <==
# physical design summary
export IMPL_run_status="complete, no violations"
export IMPL_syn_inst=134
export IMPL_via_count_of_the_first_global_routing_pass=938
export IMPL_worst_slew_pin_tran_ns=0.381
export IMPL_timing_setup_tns_ns=0
export IMPL_die_width_um=115
export IMPL_synth_warning_count=1
export IMPL_ys_cells=134
export IMPL_yosys_stat_area_um2=1170
export IMPL_p_leak_nw=0.579
export IMPL_syn_cell_area_um2=1170
export IMPL_ctsRootBufferMaster="sky130_fd_sc_hd__clkbuf_8"
export IMPL_worstReg2RegStart="yc[1]"
export IMPL_final_max_slew_viol_count=0
export IMPL_io_buffer_count=23
export IMPL_worst_setup_path_start_kind="register"
export IMPL_hold_path_startpoint="xc[0]"
export IMPL_hpwl_mm=2.09
export IMPL_coreArea_um2=8760
export IMPL_critPathKind="reg2out"
export IMPL_place_gp_congestion=0.798
export IMPL_cts_buffer_count=3
export IMPL_globalRouteTotalUtil=0.0415
export IMPL_total_power_w=0.000527
export IMPL_synth_ff_latch_count=20
export IMPL_number_of_hold_buffers_added_after_cts=0
export IMPL_cts_reportedPaths_clkPinSlew_ns=0.08
export IMPL_initial_utilization=0.133
export IMPL_fp_row_count=34
export IMPL_yosysSeqAreaShare=0.343
export IMPL_timing_critical_path_fanout_max=8
export IMPL_finalHoldViolations=0
export IMPL_grt_pass1_wl_mm=4.55
export IMPL_setup_clock_skew_after_layout_ns=0.00705
export IMPL_clock_tree_from_tritoncts="done"
export IMPL_worst_ep_required_time_ns=2.00
export IMPL_avgSynthCellArea_um2=8.72
export IMPL_worstHoldPathType="reg2reg"
export IMPL_setup_viol=0
export IMPL_drive_gt1_frac=0.219
export IMPL_maxSlewHeadroom=0.746
export IMPL_rsz0062_at_grt="yes"
export IMPL_detail_route_iter0_violations=31
export IMPL_power_per_cell_area_nw_per_um2=325
export IMPL_number_of_violations_of_the_max_capacitance_limit=0
export IMPL_grt_antenna_before_repair=0
export IMPL_design_die_area_um2=13200
export IMPL_ioPinCount=24
export IMPL_max_freq_ghz=0.417
export IMPL_ant_nets=0
export IMPL_global_route_overflow_total=0
export IMPL_detail_route_vias_per_cell=3.75
export IMPL_routedWlPerCell_um=10.5
export IMPL_ys_types=34
export IMPL_regToRegSetupSlack_ns=0.72
export IMPL_cts_path_max_buffers=2
export IMPL_setup_worst_path_start="xc[6]"
export IMPL_timing_final_crit_period_ns=2.40
export IMPL_detailroute_via_count=1006
export IMPL_tool_warnings=32
export IMPL_grt_max_degree=20
export IMPL_fin_ws_ns=0.0994
export IMPL_ctsHtreeMaxLevel=1
export IMPL_drc=0
export IMPL_placed_area_um2=1540
export IMPL_die_height_um=115
export IMPL_finalWirelength_mm=2.80
export IMPL_worstSetupEndpointType="primary output"
export IMPL_min_period_over_period=0.960
export IMPL_cp_arrival_ns=1.90
export IMPL_drt_pre_antenna_iters=4
export IMPL_n_antenna_cell=0
export IMPL_design_area_um2=1620
export IMPL_clock_latency_late_pin_ns=0.26
export IMPL_hold_worst_slack_ns=0.508
export IMPL_clkSinkCount=20
export IMPL_pre_cts_setup_slack_ns=0.134
export IMPL_area_added_between_synthesis_and_finish_pct=38.9
export IMPL_irDropWorstVdd_uv=138
[layout by cell type (no fill, tap or decap), types with 2 or more instances in the layout]
| cell type | synthesis | final |
|---|---|---|
| sky130_fd_sc_hd__nand3_1 | 9 | 9 |
| sky130_fd_sc_hd__inv_2 | 0 | 2 |
| sky130_fd_sc_hd__a21oi_1 | 5 | 5 |
| sky130_fd_sc_hd__and3_1 | 4 | 4 |
| sky130_fd_sc_hd__buf_4 | 1 | 6 |
| sky130_fd_sc_hd__inv_1 | 10 | 8 |
| sky130_fd_sc_hd__ha_1 | 9 | 8 |
| sky130_fd_sc_hd__clkdlybuf4s50_1 | 0 | 21 |
| sky130_fd_sc_hd__clkbuf_8 | 0 | 3 |
| sky130_fd_sc_hd__and4_1 | 2 | 2 |
| sky130_fd_sc_hd__xnor2_1 | 14 | 14 |
| sky130_fd_sc_hd__dfxtp_1 | 20 | 14 |
| sky130_fd_sc_hd__nand4_1 | 7 | 7 |
| sky130_fd_sc_hd__dfxtp_2 | 0 | 5 |
| sky130_fd_sc_hd__or2_2 | 7 | 7 |
| sky130_fd_sc_hd__nand2_1 | 6 | 6 |
| sky130_fd_sc_hd__nor2b_1 | 2 | 2 |
| sky130_fd_sc_hd__nand2b_1 | 2 | 2 |
| sky130_fd_sc_hd__nor3_2 | 0 | 2 |
| sky130_fd_sc_hd__nor2_1 | 12 | 12 |
[logic make-up after synthesis]
logic type                 count (synthesis)  synth area share
AOI/OAI and AO/OA                         13            0.0803
and+or+nand+nor                           60             0.303
xor gates and xnor gates                  15             0.112
muxes                                      1           0.00857
adders and majority gates                  9            0.0964
DFF                                       20             0.343
buffers and inverters                     16            0.0568
[path summary, 6_finish.rpt]
| check | depth (start not counted) | end |
|---|---|---|
| max reg2reg | 6 | yc[9] |
| min | 1 | xc[0] |
| min reg2reg | 1 | xc[0] |
| max | 7 | HS |
[synth_stat cells]
master | instances | area [um2]
sky130_fd_sc_hd__o311ai_1 | 1 | 8.76
sky130_fd_sc_hd__clkbuf_1 | 3 | 11.3
sky130_fd_sc_hd__or4_1 | 1 | 7.51
sky130_fd_sc_hd__buf_2 | 2 | 10.0
sky130_fd_sc_hd__nand3_1 | 9 | 45.0
sky130_fd_sc_hd__nor4_2 | 1 | 12.5
sky130_fd_sc_hd__a41oi_1 | 1 | 8.76
sky130_fd_sc_hd__nor3_1 | 3 | 15.0
sky130_fd_sc_hd__nor4b_4 | 1 | 23.8
sky130_fd_sc_hd__nand3b_1 | 1 | 7.51
sky130_fd_sc_hd__nand4_1 | 7 | 43.8
sky130_fd_sc_hd__buf_4 | 1 | 7.51
sky130_fd_sc_hd__dfxtp_1 | 20 | 400
sky130_fd_sc_hd__nor2_1 | 12 | 45.0
sky130_fd_sc_hd__o31ai_1 | 1 | 7.51
sky130_fd_sc_hd__a31o_2 | 1 | 8.76
sky130_fd_sc_hd__and4_1 | 2 | 17.5
sky130_fd_sc_hd__or2_2 | 7 | 43.8
sky130_fd_sc_hd__a211oi_1 | 1 | 7.51
sky130_fd_sc_hd__xnor2_1 | 14 | 123
sky130_fd_sc_hd__ha_1 | 9 | 113
sky130_fd_sc_hd__a21oi_1 | 5 | 25.0
sky130_fd_sc_hd__a21bo_2 | 1 | 10.0
sky130_fd_sc_hd__or4b_4 | 1 | 13.8
sky130_fd_sc_hd__mux2i_1 | 1 | 10.0
sky130_fd_sc_hd__nor2_2 | 1 | 6.26
sky130_fd_sc_hd__inv_1 | 10 | 37.5
sky130_fd_sc_hd__nor2b_1 | 2 | 12.5
sky130_fd_sc_hd__nand2_1 | 6 | 22.5
sky130_fd_sc_hd__xor2_1 | 1 | 8.76
sky130_fd_sc_hd__a311o_2 | 1 | 11.3
sky130_fd_sc_hd__a31oi_1 | 1 | 6.26
sky130_fd_sc_hd__and3_1 | 4 | 25.0
sky130_fd_sc_hd__nand2b_1 | 2 | 12.5
[final cells by class]
class,count,area [um2]
inverter,10,37.5
fill,970,7140
sequential,20,410
clock buffer,3,41.3
tap,108,135
multi-input combinational,98,722
timing repair buffer,29,277
[per-stage QoR]
step                      std cells  utilization
final                           268        0.185
after global routing            268        0.185
after CTS                       267        0.182
after detailed placement        263        0.175
after global placement          263        0.175
after floorplan                 134            -
[per-layer routing]
| layer | vias up | track usage | routed length [um] |
|---|---|---|---|
| met1 | 464 | 0.0587 | 1410 |
| met5 | - | 0 | 0 |
| met4 | 0 | 0.00165 | 0 |
| met3 | 0 | 0.0216 | 272 |
| met2 | 29 | 0.0578 | 1120 |
| li1 | 513 | - | - |
[report_power, final]
group | internal [W] | switching (W)
registers | 0.000317 | 0
logic | 0 | 0
clock network | 0.000107 | 0.000103
total | 0.000424 | 0.000103
[flip-flops by register name, indices dropped and copies added, names as in the netlist]
register  count
xc           10
yc           10
[worst max-delay path, cell delays in order (launching register included)]
cell                              delay, ns
sky130_fd_sc_hd__dfxtp_4               0.40
sky130_fd_sc_hd__inv_2                 0.06
sky130_fd_sc_hd__ha_1                  0.21
sky130_fd_sc_hd__a41oi_1               0.22
sky130_fd_sc_hd__a211oi_1              0.07
sky130_fd_sc_hd__a21oi_1               0.13
sky130_fd_sc_hd__nand3_1               0.12
sky130_fd_sc_hd__clkdlybuf4s50_1       0.44
[timing repair]
action | 4_1_cts | 5_1_grt
pin swaps | 1 | 2
resized | 7 | 8
setup buffers | 1 | 1
endpoints found under the hold margin | 0 | 0
setup endpoints to repair | 11 | 10
